--- design/flow/config.mk ---
export PLATFORM = sky130hd
export DESIGN_NAME = spi
export DESIGN_NICKNAME = spi
export VERILOG_FILES = /design/flow/design.v
export SDC_FILE = /design/flow/constraint.sdc
export NUM_CORES = 4
export LEC_CHECK = 1
export CORE_AREA = 10 10 90 90
export DIE_AREA = 0 0 100 100
--- design/flow/constraint.sdc ---
current_design spi

set clk_period 2.8
set clk_io_pct 0.2

create_clock -name clk0 -period $clk_period [get_ports {clk}]

set non_clock_inputs [all_inputs -no_clocks]
set_input_delay [expr $clk_period * $clk_io_pct] -clock clk0 $non_clock_inputs
set_output_delay [expr $clk_period * $clk_io_pct] -clock clk0 [all_outputs]
--- design/flow/design.v ---
module spi(output ce,  
				output sclk, 
				inout io,   
				input clk,	 
				input[7:0] wr_addr,
				input[7:0] wr_data,
				input[1:0] dir,   
				input rst_n,
				output[7:0] rd,
				output finish
				);
reg rio;
reg[5:0] cnt;
reg rsclk;
reg rce;
reg io_dir;  
reg rfinish;
reg[7:0] rrd;
wire data_in;
assign sclk=rsclk;
assign ce=rce;
assign finish=rfinish;
assign rd=rrd;
assign io=io_dir?rio:1'bz;
assign data_in=io;
always@(posedge clk or negedge rst_n)
begin
	if(~rst_n)begin
		cnt<=6'd0;
		rio<=1'b0;
		rsclk<=1'b0;
		rce<=1'b0;
		rfinish<=1'd0;
	end
	else case(cnt)
	6'd0:begin
		rce<=1'b0;
		rio<=1'b0;
		rsclk<=1'b0;
		io_dir<=1'b1;
		if(dir && ~rfinish)begin
			cnt<=cnt+6'd1;
		end
	end
	6'd1,6'd3,6'd5,6'd7,6'd9,6'd11,6'd13,6'd15:begin
		rce<=1'b1;
		rio<=wr_addr[(cnt>>1)];
		rsclk<=1'b0;
		cnt<=cnt+6'd1;
	end
	6'd2, 6'd4, 6'd6, 6'd8, 6'd10, 6'd12, 6'd14, 6'd16, 6'd18, 6'd20, 6'd22, 6'd24, 6'd26, 6'd28, 6'd30, 6'd32:begin
		cnt<=cnt+6'd1;
		rsclk<=1'b1;
	end
	6'd17:begin
		rsclk<=1'b0;
		if(dir[1])begin
			io_dir<=1'b1;
			rio<=wr_data[7];
			cnt<=6'd18;
		end
		else begin
			io_dir<=1'b0;
			cnt<=6'd34;
		end
	end
	6'd19,6'd21,6'd23,6'd25,6'd27,6'd29,6'd31:begin
		rce<=1'b1;
		rio<=wr_data[(cnt>>1)-9];
		rsclk<=1'b0;
		cnt<=cnt+6'd1;
	end
	6'd33,6'd49:begin
		rfinish<=1'd1;
		cnt<=6'd50;
		rio<=1'b0;
		rsclk<=1'b0;
	end
	6'd34,6'd36,6'd38,6'd40,6'd42,6'd44,6'd46,6'd48:begin
		rsclk<=1'b1;
		cnt<=cnt+6'd1;
		rrd[(cnt>>1)-17]<=io;
	end
	6'd35,6'd37,6'd39,6'd41,6'd43,6'd45,6'd47:begin
		rsclk<=1'b0;
		cnt<=cnt+6'd1;
	end
	default: cnt<=6'd0;
	endcase
end
endmodule 
--- design/flow/run.sh ---
#!/bin/bash
# OpenROAD 26Q1-2900-gdf79404cd8, Yosys 0.63+post, stock flow scripts
make -C /OpenROAD-flow-scripts/flow DESIGN_CONFIG=/design/flow/config.mk WORK_HOME=/design/flow/orfs finish
==> flow.log <==
[flow] collecting metrics
[metrics] htree depth: 1
[metrics] cell area after synthesis: roughly 1800 um^2
[metrics] Port Buffer Count: 30
[metrics] final weighted congestion of routability-driven global placement: ~0.87
[metrics] area figure in the yosys stat output: approximately 1800 um^2
[metrics] die width: ~100 um
[metrics] post-cts repair resize count: 2
[metrics] synthesized instance count: 184
[metrics] result of the run: aborted with a tool error
[metrics] Core Util at FP: about 29%
[metrics] Setup Buffers After CTS: 1
[metrics] stopping stage: clock tree synthesis (4_1_cts)
[metrics] number of enable flip-flop cells: 8
[metrics] I/O pins: 32
[metrics] tool error: [error] [KeplerFormal.cpp:679] Workflow failed: Iso has multiple drivers: .io0, io$_DFFE_PN0P_.Q0
[metrics] clock buffer depth: 2
[metrics] Die Y: about 100 um
[metrics] number of sinks handled by clock tree synthesis: 18
[metrics] number of warnings printed during yosys synthesis: 2
[metrics] predominant post-synthesis flop cell: dfrtp_1
[metrics] post-synthesis area per instance: ~10 um^2
[metrics] detailed placement HPWL: ~3.7 mm
[metrics] FFs w/ async S/R, synth: between 50% and 60%
[metrics] master cell of the clock root buffer: clkbuf_8
[metrics] row count: 29
[metrics] flops out of synthesis: 18
[metrics] post-synthesis cell type count: a little over 60
[metrics] hold-fix buffer count after cts: 0
[metrics] cell count in the Yosys report: 184
[metrics] number of buffers created by CTS: 3
[metrics] portion of the post-synthesis area used by sequential elements: a little over a quarter
## logic make-up after synthesis
group | count (synthesis) | share of synthesized area (%)
and+or+nand+nor | 71 | 23.9
xor gates and xnor gates | 5 | 4.23
DFF | 18 | 26.7
adders and majority gates | 15 | 10.2
muxes | 13 | 10.4
buffers and inverters | 21 | 6.48
AOI/OAI and AO/OA | 41 | 18.1
## Yosys cell counts, types with 3 or more instances
cell type	n	area [um^2]
nand4_1	12	75.1
inv_1	8	30.0
a2111oi_0	4	35.0
nand2b_1	3	18.8
nor2_1	9	33.8
ha_1	15	188
o21ai_0	5	25.0
o21bai_1	3	22.5
nand3_1	12	60.1
a211oi_1	5	37.5
mux2_1	8	90.1
dfrtp_1	10	250
nand4b_1	3	26.3
clkbuf_1	6	22.5
buf_6	3	33.8
mux4_2	4	90.1
edfxtp_1	8	240
nand2_1	10	37.5
## through the flow
step / cells / utilization [%] / TNS [ns] / setup WS [ns] / instance area [um^2]
detailed placement: 305 / 39.2 / -1.63 / -0.246 / 2460
global placement: 305 / 39.2 / -1.21 / -0.230 / 2460
floorplan: 184 / - / -4.13 / -0.535 / 1960
