===== flow/run.sh =====
#!/bin/bash
# OpenROAD 26Q1-2900-gdf79404cd8, Yosys 0.63+post, stock flow scripts
make -C /OpenROAD-flow-scripts/flow DESIGN_CONFIG=/design/flow/config.mk WORK_HOME=/design/flow/orfs finish

===== flow/config.mk =====
export PLATFORM = sky130hd
export DESIGN_NAME = clkdiv
export DESIGN_NICKNAME = clkdiv
export VERILOG_FILES = /design/flow/design.v
export SDC_FILE = /design/flow/constraint.sdc
export NUM_CORES = 4
export LEC_CHECK = 1
export CORE_AREA = 10 10 82 82
export DIE_AREA = 0 0 92 92

===== flow/constraint.sdc =====
current_design clkdiv

set clk_period 2.0
set clk_io_pct 0.2

create_clock -name clk0 -period $clk_period [get_ports {clk50}]

set non_clock_inputs [all_inputs -no_clocks]
set_input_delay [expr $clk_period * $clk_io_pct] -clock clk0 $non_clock_inputs
set_output_delay [expr $clk_period * $clk_io_pct] -clock clk0 [all_outputs]

===== flow/design.v =====
module clkdiv(
					clk50,
					rst_n,
					clkout);
input clk50;
input rst_n;
output clkout;
reg clkout;
reg[15:0] cnt;
always@(posedge clk50 or negedge rst_n)
begin
	if(!rst_n)
		begin
			clkout<=1'b0;
			cnt<=16'b0;
		end
	else if(cnt==16'd500)
		begin
			clkout<=~clkout;
			cnt<=16'd0;
		end
	else
		cnt<=cnt+16'd1;
end
endmodule

==> ds_physical_params.txt <==
Physical design parameters

Parameter                              Value

Critical path
  Data arrival at the endpoint of the critical path    between 1.5 and 2 ns
  Cell-by-cell trace of the critical path    or4_4, nor4_4, buf_4, xor2_1
  Crit Path Max Fanout    6
  Slowest stage cell on the critical path    or4_4
  Crit Path Category    reg -> reg
  Reg2reg path depth    4
  Register-to-register setup slack    0.27 ns
  Nature of the critical path endpoint    register
  Highest cell delay on the worst timing path    0.56 ns
  Crit path DRT    around 2.2 ns
  CP startpoint kind    register

STA
  Final cycle utilization of the critical path    86.7%
  Final Max Slew Viols    0
  Final Setup Violations    0
  Final setup skew    0.00220 ns
  Post-layout min period    1.73 ns
  Worst-case headroom to the max-slew limit    78.2%
  Highest achievable clock rate    0.576 GHz
  Unrepaired setup endpoints after global routing    no
  Fin. Hold Viols    0
  Least setup slack across all paths after layout    0.265 ns
  Sum of negative setup slack    0 ns
  Measured slew at the worst slew-check pin    0.326 ns

Logic synthesis
  Adder Share, Synth    3.12%
  Most numerous cell in the Yosys netlist    dfrtp_1
  Number of synthesized flops with an enable pin    0
  Part of the Yosys area used for sequential elements    53.0%
  Top cells by area    dfrtp_1 (53%), xor2_1 (8.7%), xnor2_1 (3.3%)
  Library cell with the largest summed area after synthesis    dfrtp_1
  Cell area after synthesis    about 800 sq um
  Average cell area after synthesis    approximately 11 sq um
  Synth Area in XOR/XNOR    12.0%
  Dominant Register Cell    dfrtp_1
  Synthesized chip area reported by yosys    around 800 sq um
  Cell count after synthesis    74
  Compound Share, Synth    4.98%
  Combinational family with the most area after synthesis    simple AND/OR/NAND/NOR gates
  Count of state elements after synthesis    17
  Post-Synth Simple-Gate Area    25.1%
  Synth warnings    1
  Fraction of post-synthesis cell area in the top cell type by area    53.0%
  Fraction of synthesis flops using an asynchronous set or reset pin    100%
  Ranking of synthesized cells by instance count    dfrtp_1 (17), xor2_1 (8), nand3_1 (5)
  Number of different library cells in the post-synthesis netlist    19
  Mux share of post-synthesis cell area    0%
  Yosys cell count    74

Min path
  Tightest Hold Check Type    reg -> reg
  Worst hold path depth    1

Clock tree
  Root Driver    clkbuf_8
  Clock tree from TritonCTS    done
  Number of clock sinks    17
  Number of H-tree branching levels    1
  Clock latency of the later-clocked register in the worst-skew pair    0.24 ns
  Buffer levels on the longest clock path    2
  Count of hold buffers inserted by post-cts repair    0
  Inserted Clock Buffers    3
  # Post-CTS Setup Buffers    0
  Clock slew at reported path FFs    0.06 ns
  Count of cells resized by post-cts repair    0

Detailed routing
  Post-DR wirelength/cell    around 8.9 um
  Detailed Route Iter0 Violations    17
  Final wirelength    1360 um
  Number of nets still failing antenna checks after routing    0
  Antenna Diode Count    0
  Post-DR vias/cell    approximately 3.7
  Iteration tally of the first detailed-router pass    4
  Vias    561
  Number of remaining DRC errors    0

Floorplanning
  Boundary Pins    3
  Area of the core region    5070 sq um
  Full die area    approximately 8500 sq um
  Chip Width    92 um
  Total number of placement rows    26
  Effective utilization at floorplan    between 10% and 20%
  Chip Height    ~92 um

Final layout
  Area added between synthesis and finish    21.8%
  Fill cell instance count of the final layout    576
  Proportion of layout cells with a drive suffix above 1    10.8%

Global route
  Via count of the first global-routing pass    529
  Aggregate global routing overflow    0
  Wire length of the first global-routing pass    2550 um
  Combined global-route utilization of all metal layers    3.45%
  Antenna violations before repair    0
  Pin count of the biggest net entering global routing    18

Placement
  Final weighted congestion of routability-driven global placement    0.800
  Buffers added on ports    2
  Worst slack at placement    about 0.27 ns
  Final HPWL DP    982 um

Flow run
  Tool Warnings    26
  Tally of max-capacitance violations    0

Power
  Pwr dens    ~610 nW/um^2
  Static leakage    0.423 nW
  Worst vdd rail ir drop    0.000372 V

Outcome
  Run status    complete, no violations
path summary, 6_finish.rpt:
path,from,end
max,cnt[11],clkout
min,cnt[15],cnt[15]
max reg2reg,cnt[11],clkout
min reg2reg,cnt[15],cnt[15]
max in group asynchronous,rst_n,cnt[6]
min in group asynchronous,rst_n,cnt[14]
layout make-up:
class                   instances  area [sq um]  area share, %
well taps                      70          87.6           8.95
inverters                       4          15.0           1.53
repair buffers                  5          42.5           4.35
multi-input cells              53           363           37.1
clock buffers                   4          45.0           4.60
flip-flops and latches         17           425           43.5
cell usage in the layout (no fill, tap or decap), types with 4 or more instances in the layout:
cell type  count
xor2_1         8
nand3_1        5
nand4_1        4
nor4_1         4
dfrtp_1       17
nor2_1         4
or3_1          4
o21ai_0        4
a21oi_1        4
inv_1          4
metrics by stage:
stage | utilization (%) | cell area [sq um] | power [mW] | cells | hold slack [ns]
after global placement | 18.4 | 933 | 0.361 | 149 | 0.452
after global routing | 19.3 | 978 | 0.627 | 153 | 0.476
after CTS | 19.3 | 978 | 0.609 | 153 | 0.468
after detailed placement | 18.4 | 933 | 0.361 | 149 | 0.455
final | 19.3 | 978 | 0.598 | 153 | 0.465
after floorplan | - | 803 | 0.350 | 74 | 0.104
layer usage:
layer / global-route usage [%] / part of all wire [%] / up-vias
met5: 0 / 0 / -
met2: 4.65 / 44 / 9
met4: 0.514 / 0 / 0
li1: - / - / 286
met3: 0.906 / 4.6 / 0
met1: 5.43 / 52 / 266
worst max-delay path, delay by kind of cell, from the launching register on:
kind	cells	cell delay, ns
xor+xnor	1	0.14
flops	1	0.41
simple gates	2	0.91
buf+inv	1	0.21
where the power goes:
part | internal, mW | switching (mW)
clock network | 0.141 | 0.104
logic | 0.00300 | 0.00660
registers | 0.344 | 0
state kept, by name, summed over array words and instances (netlist names):
signal  flops
cnt        16
clkout      1
kinds of logic after synthesis:
| family | Yosys count |
|---|---|
| buffers and inverters | 4 |
| adder cells (fa/ha/maj) | 2 |
| AND/OR/NAND/NOR | 32 |
| AND-OR/OR-AND | 8 |
| flip-flops | 17 |
| XOR/XNOR | 11 |
Power figures rest on the tool's default switching activity, not on a simulated workload.
